File: flow/constraint.sdc
current_design ID

set clk_period 17.5
set clk_io_pct 0.2

create_clock -name clk0 -period $clk_period [get_ports {clk}]

set non_clock_inputs [all_inputs -no_clocks]
set_input_delay [expr $clk_period * $clk_io_pct] -clock clk0 $non_clock_inputs
set_output_delay [expr $clk_period * $clk_io_pct] -clock clk0 [all_outputs]
File: flow/run.sh
#!/bin/bash
# OpenROAD 26Q1-2900-gdf79404cd8, Yosys 0.63+post, stock flow scripts
make -C /OpenROAD-flow-scripts/flow DESIGN_CONFIG=/design/flow/config.mk WORK_HOME=/design/flow/orfs finish
File: flow/design.v
module Decode(   
	MemtoReg, RegWrite, MemWrite, MemRead,ALUCode,ALUSrcA,ALUSrcB,
	RegDst,J ,JR, 
Instruction
);
	input [31:0]	Instruction;			 
	output		   MemtoReg;			 
	output		   RegWrite;		 
	output		   MemWrite;			 
	output         MemRead;
	output reg[4:0]   ALUCode;      
	output      	ALUSrcA,ALUSrcB;
	output         RegDst;
	output         J,JR;
	wire [5:0]		op;
	wire [4:0]		rt;
	wire [5:0]		funct;
	assign op			= Instruction[31:26];
	assign funct		= Instruction[5:0];
	assign rt   		= Instruction[20:16];
	parameter  R_type_op= 6'b000000;
   parameter  ADD_funct =  6'b100000;
	parameter  ADDU_funct = 6'b100001;
	parameter  AND_funct =  6'b100100;
	parameter  XOR_funct =  6'b100110;
	parameter  OR_funct =   6'b100101;
	parameter  NOR_funct =  6'b100111;
	parameter  SUB_funct =  6'b100010;
	parameter  SUBU_funct = 6'b100011;
	parameter  SLT_funct =  6'b101010;
	parameter  SLTU_funct = 6'b101011;	
	parameter  SLL_funct= 6'b000000;
	parameter  SLLV_funct=6'b000100;
	parameter  SRL_funct= 6'b000010;
	parameter  SRLV_funct=6'b000110;
	parameter  SRA_funct= 6'b000011;
	parameter  SRAV_funct=6'b000111;
	parameter  JR_funct= 6'b001000;
	wire  ADD,ADDU,AND,NOR,OR,SLT,SLTU,SUB,SUBU,XOR,SLLV, SRAV, SRLV,R_type1;
	assign ADD	= (op == R_type_op) && (funct ==ADD_funct);
	assign ADDU	= (op == R_type_op) && (funct == ADDU_funct);
	assign AND	= (op == R_type_op) && (funct == AND_funct);
	assign NOR	= (op == R_type_op) && (funct == NOR_funct);
	assign OR	= (op == R_type_op) && (funct == OR_funct);
	assign SLT	= (op == R_type_op) && (funct == SLT_funct);
	assign SLTU	= (op == R_type_op) && (funct == SLTU_funct);
	assign SUB	= (op == R_type_op) && (funct == SUB_funct);
	assign SUBU	= (op == R_type_op) && (funct == SUBU_funct);
	assign XOR	= (op == R_type_op) && (funct == XOR_funct);
	assign SLLV	= (op == R_type_op) && (funct == SLLV_funct);
	assign SRAV	= (op == R_type_op) && (funct == SRAV_funct);
	assign SRLV	= (op == R_type_op) && (funct == SRLV_funct);
	assign R_type1 =ADD || ADDU || AND || NOR || OR || SLT || SLTU || SUB 
	            || SUBU || XOR ||	SLLV || SRAV || SRLV;
	wire SLL, SRA, SRL,R_type2; 
	assign SLL    = (op ==  R_type_op) && (funct == SLL_funct);
	assign SRA    = (op ==  R_type_op) && (funct == SRA_funct);
	assign SRL    = (op ==  R_type_op) && (funct == SRL_funct);
	assign  R_type2=SLL || SRA || SRL;
	assign JR = (op ==  R_type_op) && (funct == JR_funct);
	parameter BEQ_op=  6'b000100;
	parameter BNE_op = 6'b000101;   
	parameter BGEZ_op= 6'b000001;
	parameter BGEZ_rt= 5'b00001;
	parameter BGTZ_op= 6'b000111;
	parameter BGTZ_rt= 5'b00000;
	parameter BLEZ_op = 6'b000110;
	parameter BLEZ_rt = 5'b00000;
	parameter BLTZ_op= 6'b000001;
	parameter BLTZ_rt= 5'b00000;
	wire BEQ, BGEZ, BGTZ, BLEZ, BLTZ, BNE,Branch;
	assign BEQ     = (op ==BEQ_op );
	assign BNE     = (op ==BNE_op );
	assign BGEZ    = (op == BGEZ_op) && (rt == BGEZ_rt);
	assign BGTZ    = (op == BGTZ_op) && (rt== BGTZ_rt);
	assign BLEZ    = (op == BLEZ_op) && (rt == BLEZ_rt);
	assign BLTZ    = (op == BLTZ_op) && (rt ==BLTZ_rt);
	assign Branch=BEQ || BNE ||BGEZ  || BGTZ || BLEZ ||BLTZ;
	parameter	J_op=6'b000010;
	assign J=(op == J_op);
	parameter  ADDI_op = 6'b001000;
	parameter  ADDIU_op= 6'b001001;
	parameter  ANDI_op = 6'b001100;
	parameter  XORI_op = 6'b001110;
	parameter  ORI_op  = 6'b001101;
	parameter  SLTI_op = 6'b001010;
	parameter  SLTIU_op= 6'b001011;
	wire ADDI,ADDIU,ANDI,XORI,ORI,SLTI,SLTIU,I_type;
	assign  ADDI = (op ==  ADDI_op) ;	
	assign  ADDIU= (op ==  ADDIU_op) ;
	assign  ANDI=  (op ==  ANDI_op) ;
	assign  XORI=  (op ==  XORI_op) ;
	assign  SLTI=  (op ==  SLTI_op) ;
	assign  SLTIU= (op ==  SLTIU_op) ;
	assign  ORI=   (op ==  ORI_op) ;
	assign I_type=ADDI || ADDIU || ANDI || XORI || ORI || SLTI || SLTIU;
   parameter  SW_op = 6'b101011;
	parameter  LW_op = 6'b100011;
	wire SW,LW;
	assign  SW=  (op ==  SW_op) ;
	assign  LW=  (op ==  LW_op) ;
	assign RegWrite = LW||R_type1||R_type2||I_type;
	assign RegDst = R_type1||R_type2;
	assign MemWrite = SW;
	assign MemRead = LW;
	assign MemtoReg = LW;
	assign ALUSrcA = R_type2;
	assign ALUSrcB = LW||SW||I_type;	
	parameter	 alu_add=  5'b00000;
   parameter	 alu_and=  5'b00001;
   parameter	 alu_xor=  5'b00010;
   parameter	 alu_or =  5'b00011;
   parameter	 alu_nor=  5'b00100;
   parameter	 alu_sub=  5'b00101;
   parameter	 alu_andi= 5'b00110;
	parameter	 alu_xori= 5'b00111;
	parameter	 alu_ori = 5'b01000;
	parameter    alu_jr =  5'b01001;
	parameter	 alu_beq=  5'b01010;
   parameter	 alu_bne=  5'b01011;
	parameter	 alu_bgez= 5'b01100;
   parameter	 alu_bgtz= 5'b01101;
   parameter	 alu_blez= 5'b01110;
   parameter	 alu_bltz= 5'b01111;
	parameter 	 alu_sll=  5'b10000;
	parameter	 alu_srl=  5'b10001;
	parameter	 alu_sra=  5'b10010;	
	parameter	 alu_slt=  5'b10011;
   parameter	 alu_sltu= 5'b10100;
  always @(*)
  begin
    if(Branch)
      begin
        if(BEQ) ALUCode <= alu_beq;
        else if(BNE)  ALUCode <= alu_bne;
        else if(BGEZ) ALUCode <= alu_bgez;
        else if(BGTZ) ALUCode <= alu_bgtz;
        else if(BLEZ) ALUCode <= alu_blez;
        else if(BLTZ) ALUCode <= alu_bltz; 
      end
    else if(R_type1||R_type2)
      begin
        if(ADD||ADDU) ALUCode <= alu_add;
        else if(AND)  ALUCode <= alu_and;
        else if(XOR)  ALUCode <= alu_xor;
        else if(OR)   ALUCode <= alu_or;
        else if(NOR)  ALUCode <= alu_nor;
        else if(SUB||SUBU)  ALUCode <= alu_sub;
        else if(SLT)  ALUCode <= alu_slt;
        else if(SLTU) ALUCode <= alu_sltu;
        else if(SLL||SLLV)  ALUCode <= alu_sll;
        else if(SRL||SRLV)  ALUCode <= alu_srl;
        else if(SRA||SRAV)  ALUCode <= alu_sra;
      end
    else if(I_type)
      begin
        if(ADDI||ADDIU) ALUCode <= alu_add;
        else if(ANDI)   ALUCode <= alu_andi;
        else if(XORI)   ALUCode <= alu_xori;
        else if(ORI)    ALUCode <= alu_ori;
        else if(SLTI)   ALUCode <= alu_slt;
        else if(SLTIU)  ALUCode <= alu_sltu;
      end
    else if(SW||LW) ALUCode <= alu_add;
	end
endmodule
`timescale 1ns / 1ps
module ID(clk,Instruction_id, NextPC_id, RegWrite_wb, RegWriteAddr_wb, RegWriteData_wb, MemRead_ex, 
          RegWriteAddr_ex, MemtoReg_id, RegWrite_id, MemWrite_id, MemRead_id, ALUCode_id, 
			 ALUSrcA_id, ALUSrcB_id, RegDst_id, Stall, Z, J, JR, PC_IFWrite,  BranchAddr, JumpAddr, JrAddr,
			 Imm_id, Sa_id, RsData_id, RtData_id, RsAddr_id, RtAddr_id, RdAddr_id);
    input clk;
	 input [31:0] Instruction_id;
    input [31:0] NextPC_id;
    input RegWrite_wb;
    input [4:0] RegWriteAddr_wb;
    input [31:0] RegWriteData_wb;
    input MemRead_ex;
    input [4:0] RegWriteAddr_ex;
    output MemtoReg_id;
    output RegWrite_id;
    output MemWrite_id;
    output MemRead_id;
    output [4:0] ALUCode_id;
    output ALUSrcA_id;
    output ALUSrcB_id;
    output RegDst_id;
    output Stall;
    output reg Z;
    output J;
    output JR;
    output PC_IFWrite;
    output [31:0] BranchAddr;
    output [31:0] JumpAddr;
    output [31:0] JrAddr;
    output [31:0] Imm_id;
    output [31:0] Sa_id;
    output [31:0] RsData_id;
    output [31:0] RtData_id;
    output [4:0] RsAddr_id;
    output [4:0] RtAddr_id;
    output [4:0] RdAddr_id;
	 assign RtAddr_id=Instruction_id[20:16];
	 assign RdAddr_id=Instruction_id[15:11];
	 assign RsAddr_id=Instruction_id[25:21];
	 assign Sa_id  = {27'b0,Instruction_id[10:6]};
   	 assign Imm_id={{16{Instruction_id[15]}},Instruction_id[15:0]};
	assign JumpAddr = {NextPC_id[31:28],Instruction_id[25:0],2'b00};	
	adder_32bits adder_inst3(.a(NextPC_id), .b(((Imm_id)<<2)), 
	                         .s(BranchAddr), .ci(1'b0), .co());
	assign JrAddr = RsData_id;
  parameter	 alu_beq=  5'b01010;
  parameter	 alu_bne=  5'b01011;
  parameter	 alu_bgez= 5'b01100;
  parameter	 alu_bgtz= 5'b01101;
  parameter	 alu_blez= 5'b01110;
  parameter	 alu_bltz= 5'b01111;
always @(*)
case(ALUCode_id)
	alu_beq:   Z <= &(RsData_id[31:0]~^RtData_id[31:0]);
	alu_bne:   Z <= |(RsData_id[31:0]^RtData_id[31:0]);
	alu_bgez:  Z <= ~RsData_id[31];
	alu_bgtz:  Z <= ~RsData_id[31]&&(|RsData_id[31:0]);
	alu_bltz:  Z <= RsData_id[31];
	alu_blez:  Z <= RsData_id[31]||~(|RsData_id[31:0]);
	default:   Z <= 0;
endcase
	assign Stall = MemRead_ex&&((RegWriteAddr_ex==RsAddr_id)||(RegWriteAddr_ex==RtAddr_id));
	assign PC_IFWrite = ~Stall;
   Decode  Decode(   
		.MemtoReg(MemtoReg_id), 
		.RegWrite(RegWrite_id), 
		.MemWrite(MemWrite_id), 
		.MemRead(MemRead_id),
		.ALUCode(ALUCode_id),
		.ALUSrcA(ALUSrcA_id),
		.ALUSrcB(ALUSrcB_id),
		.RegDst(RegDst_id),
		.J(J) ,
		.JR(JR), 
	  .Instruction(Instruction_id)
    );
   wire [31:0] RsData_temp,RtData_temp;
	MultiRegisters   MultiRegisters(
	.RsData(RsData_temp), 
	.RtData(RtData_temp), 
	.clk(clk),
	.WriteData(RegWriteData_wb), 
	.WriteAddr(RegWriteAddr_wb), 
	.RegWrite(RegWrite_wb),
	.RsAddr(RsAddr_id), 
	.RtAddr(RtAddr_id)
    );
	assign RsSel = RegWrite_wb&&(~(RegWriteAddr_wb==0))&&(RegWriteAddr_wb==RsAddr_id);
	assign RtSel = RegWrite_wb&&(~(RegWriteAddr_wb==0))&&(RegWriteAddr_wb==RtAddr_id);
	mux_2to1 #(32) mux1(.out(RsData_id), .in0(RsData_temp), .in1(RegWriteData_wb), .sel(RsSel));
	mux_2to1 #(32) mux2(.out(RtData_id), .in0(RtData_temp), .in1(RegWriteData_wb), .sel(RtSel));	
endmodule
module MultiRegisters (
	RsData, RtData,  
	clk, WriteData, WriteAddr, RegWrite, RsAddr, RtAddr
);
	input		clk;
	input [31:0]	WriteData;
	input [4:0]	   WriteAddr;
	input		RegWrite;
	input [4:0]	RsAddr, RtAddr;
	output [31:0]	RsData;		 
	output [31:0]	RtData;		 
	reg [31:0]	regs [31:0];
	assign RsData = (RsAddr == 5'b0) ? 32'b0 : 
				 ((RsAddr == WriteAddr) && RegWrite) ? WriteData : regs[RsAddr]; 
	assign RtData = (RtAddr == 5'b0) ? 32'b0 :
				 ((RtAddr == WriteAddr) && RegWrite) ? WriteData : regs[RtAddr]; 
	always @ (posedge clk) begin
		if (RegWrite)
			regs[WriteAddr] <= WriteData;
	end
endmodule
module add_unit(a, b, ci, co, s);  
  parameter N = 4;  
  input [N-1:0] a;  
  input [N-1:0] b;
  input ci;
  output co;
  output [N-1:0] s;
  wire [N-1:0] out0;  
  wire [N-1:0] out1;
  wire co0, co1, temp;   
  mux_2to1  #(N)  mux(.out(s), .in0(out0), .in1(out1), .sel(ci));  
  adder_4bits  #(N)  adder_0(.a(a), .b(b), .s(out0), .ci(1'b0), .co(co0));  
  adder_4bits  #(N)  adder_1(.a(a), .b(b), .s(out1), .ci(1'b1), .co(co1));
  and(temp, ci, co1);  
  or(co, co0, temp);   
endmodule
module adder_32bits(a, b, ci, s, co);  
  input [31:0] a;
  input [31:0] b;
  input ci;
  output [31:0] s;
  output co;
  wire [7:0] c;  
  adder_4bits  #(4) adder0(.a(a[3:0]), .b(b[3:0]), .s(s[3:0]), .ci(ci), .co(c[0]));  
  add_unit  #(4)  adder1(.a(a[7:4]), .b(b[7:4]), .s(s[7:4]), .ci(c[0]), .co(c[1])); 
  add_unit  #(4)  adder2(.a(a[11:8]), .b(b[11:8]), .s(s[11:8]), .ci(c[1]), .co(c[2]));
  add_unit  #(4)  adder3(.a(a[15:12]), .b(b[15:12]), .s(s[15:12]), .ci(c[2]), .co(c[3]));
  add_unit  #(4)  adder4(.a(a[19:16]), .b(b[19:16]), .s(s[19:16]), .ci(c[3]), .co(c[4]));
  add_unit  #(4)  adder5(.a(a[23:20]), .b(b[23:20]), .s(s[23:20]), .ci(c[4]), .co(c[5]));
  add_unit  #(4)  adder6(.a(a[27:24]), .b(b[27:24]), .s(s[27:24]), .ci(c[5]), .co(c[6]));
  add_unit  #(4)  adder7(.a(a[31:28]), .b(b[31:28]), .s(s[31:28]), .ci(c[6]), .co(c[7]));
  assign co = c[7]; 
endmodule
module adder_4bits(a, b, s, ci, co);   
  parameter N = 4;
  input [N-1:0] a;
  input [N-1:0] b;
  output [N-1:0] s;
  input ci;
  output co;
  wire [N-1:0] g;   
  wire [N-1:0] p;
	wire [N:0] c;   
 	assign co = c[N];  
	assign c[0] = ci;
	assign g[0] = a[0] && b[0];
	assign p[0] = a[0] + b[0];
	assign c[1] = g[0] + (p[0] && c[0]);
	assign s[0] = (p[0] && (~g[0])) ^ c[0];
	assign g[1] = a[1] && b[1];
	assign p[1] = a[1] + b[1];
	assign c[2] = g[1] + (p[1] && c[1]);
	assign s[1] = (p[1] && (~g[1])) ^ c[1];
	assign g[2] = a[2] && b[2];
	assign p[2] = a[2] + b[2];
	assign c[3] = g[2] + (p[2] && c[2]);
	assign s[2] = (p[2] && (~g[2])) ^ c[2];
	assign g[3] = a[3] && b[3];
	assign p[3] = a[3] + b[3];
	assign c[4] = g[3] + (p[3] && c[3]);
	assign s[3] = (p[3] && (~g[3])) ^ c[3];
	assign co = c[4];
endmodule
module mux_2to1(out, in0, in1, sel);   
  parameter N = 4;
  output [N-1:0] out;
  input [N-1:0] in0;
  input [N-1:0] in1;
  input sel;
  assign out = sel ? in1 : in0;  
endmodule        
File: flow/config.mk
export PLATFORM = sky130hd
export DESIGN_NAME = ID
export DESIGN_NICKNAME = ID
export VERILOG_FILES = /design/flow/design.v
export SDC_FILE = /design/flow/constraint.sdc
export NUM_CORES = 4
export LEC_CHECK = 1
export CORE_UTILIZATION = 40
==> impl_metrics.tcl <==
# flow metrics
set metrics [dict create \
    setup_viol 0 \
    worstSetupEndpointType "primary output" \
    total_power_w 0.00584 \
    timing.hold.ws_ns 3.64 \
    ctsHoldBuffers 0 \
    viasPerCell 6.13 \
    synthTopLogicFamily "multiplexers" \
    ys_area_sq_um 51900 \
    max_clock_freq_mhz 72.2 \
    die_w_microns 362 \
    worstPathMaxFanout 49 \
    syn_avg_cell_area_sq_um 18.9 \
    slew-limit-headroom_pct 3.40 \
    fill_cells 10400 \
    worstSetupStartpointType "input port" \
    xor_share_pct 1.79 \
    netlist_instances 2741 \
    arrival_ns 10.35 \
    cts_setup_buffers 0 \
    grt_usage_pct 27.7 \
    path_buffers 4 \
    warnings 33 \
    synth_cell_types 59 \
    comb_area_sq_um 19300 \
    worst-path-stages 14 \
    cts_buffers 106 \
    grt-ovfl-total 0 \
    clk_path_buf_depth 3 \
    yosys.area_share.simple_pct 2.61 \
    unclocked_regs 5 \
    grt_pass1_wl_microns 234000 \
    crit_end "Z" \
    synth_flops 1029 \
    rows 131 \
    cpPeakStageDelay_ns 0.95 \
    die-area_sq_um 131000 \
    root_buffer "clkbuf_16" \
    hold_path_class "in -> reg" \
    grt_pass1_vias 33000 \
    routedWlPerCell_microns 33.8 \
    vdd_drop_max_uv 83.6 \
    flop_area_sq_um 30800 \
    rsz0062_at_grt "no" \
    final_hold_viol_count 0 \
    num_vias 29600 \
    antenna_left 0 \
    core_area_sq_um 128000 \
    cp_slowest_cell "nor4_1" \
    synth-edff-count 1024 \
    area_growth_pct 16.5 \
    ys_sh_mux_pct 28.8 \
    p_leak_nw 19.2 \
    fin_cells 4835 \
    die_h_microns 362 \
    cpLargestDelayFamily "buffers and inverters" \
    firstDrtPassIters 6 \
    yosys_cells 2741 \
    path_clk_slew_ns 0.06 \
    finalCriticalPeriod_ns 13.85 \
    io_pins 365 \
    cts_tree "built" \
    cts_resized 0 \
    synth_top_area_share_pct 59.2 \
    drv_slew 0 \
    routed_wl_microns 164000 \
    period_used_pct 79.1 \
    untimed_endpoints 10 \
    gp_congestion 0.910 \
    fp_util_pct 40.5 \
    drv_cap 0 \
    ys_sh_adder_pct 0.911 \
    dp_hpwl_microns 97800 \
    drive_gt1_share_pct 31.9 \
    crit_chain "buf_8 -> buf_4 -> buf_4 -> mux4_2 -> mux4_2 -> mux2i_1 -> a21oi_1 -> xnor2_1 -> nand4_1 -> nor4_1 -> nand4_1 -> nor4_1 -> a211o_1 -> clkdlybuf4s50_1" \
    finalSetupTns_ns 0 \
    topCellsByArea "edfxtp_1 59%, mux4_2 27%, buf_4 2.2%" \
    h-tree-depth 3 \
    tightest_slew_ns 1.45 \
    synthArstFlopShare_pct 0 \
    p_per_area_nw_per_um2 96.6 \
    antenna_found_initial 4 \
    io_buffers 331 \
    ff_type "edfxtp_1" \
    first_iter_violations 2173 \
    crit_start "Instruction_id[21]" \
    grt_max_degree 87 \
    place_area_sq_um 56900 \
    crit_type "in -> out" \
    dp_cells 4639 \
    ys_sh_aoi_pct 2.36 \
    design_area_sq_um 60400 \
    drcViolationCount 0 \
    status "completed" \
    top_area_cell "edfxtp_1" \
    synthesis.area_sq_um 51900 \
    ys_warn_count 5 \
    crit_required_ns 14.00 \
]
## area by class of cell
type / instances / share of cell area, %
diodes: 6 / 0.0248
clock buffers: 122 / 4.56
clock inverters: 68 / 1.31
inverters: 30 / 0.195
multi-input cells: 1370 / 31.9
flip-flops and latches: 1029 / 51.0
well taps: 1729 / 3.58
repair buffers: 481 / 7.41
## kinds of logic after synthesis
kind of cell    Yosys count
compound gates          201
xor+xnor                106
fa+ha+maj                36
buf+inv                 370
flops                  1024
latches                   5
mux                     727
other cells               1
simple gates            271
## layer usage
metal	track usage (%)	share of wire (%)
met5	2.92	0.29
met4	7.16	3.3
met3	26.2	22
met2	39.4	46
met1	29.2	29
## placed cells by master (no fill, tap or decap), types with 15 or more instances in the layout
cell / count
mux2i_1: 100
edfxtp_1: 1024
clkinv_2: 21
bufinv_16: 16
xnor2_1: 71
conb_1: 29
nor2_1: 41
clkbuf_16: 108
nand2_1: 61
ha_1: 33
nor2_4: 32
xor2_1: 35
nor2b_1: 19
a21oi_1: 63
nand3_1: 20
a211oi_1: 33
clkdlybuf4s50_1: 324
nor3_1: 23
buf_4: 151
clkinv_1: 15
inv_1: 27
o21ai_0: 61
mux4_2: 613
## synth_stat cells, types with 20 or more instances
cell type / count
nor2b_1: 20
mux4_2: 613
xor2_1: 35
a211oi_1: 34
ha_1: 33
nand3_1: 20
edfxtp_1: 1024
nand2_1: 61
xnor2_1: 71
clkbuf_1: 80
nor3_1: 23
mux2i_1: 100
inv_1: 27
a21oi_1: 63
o21ai_0: 61
nor2_1: 73
buf_1: 41
buf_4: 151
buf_2: 53
## flip-flops by register name (all words and copies together) (netlist names)
register / cells
MultiRegisters.regs: 1024
Decode.ALUCode: 5
## report_power, final
| group | internal (W) | switching, W |
|---|---|---|
| sequential | 0.00273 | 0.0000122 |
| combinational | 0.000380 | 0.000393 |
| clock | 0.00136 | 0.000960 |
| total | 0.00447 | 0.00137 |
## worst min-delay path by stage
stage / startpoint / to / slack (ns) / depth (start not counted)
finish: RegWriteData_wb[31] / MultiRegisters.regs[0][31] / 3.64 / 2
CTS: RegWriteData_wb[11] / MultiRegisters.regs[30][11] / 3.61 / 2
global route: RegWriteData_wb[31] / MultiRegisters.regs[1][31] / 3.65 / 2
## stage by stage
stage               utilization [%]  setup slack (ns)
floorplan                         -              7.23
global placement               44.4              3.63
detailed placement             44.4              3.70
CTS                            47.1              3.63
global route                   47.1              3.18
finish                         47.2              3.65
