==> ./design.v <==
module ALU (
	Result,overflow,
	ALUCode, A, B
);
	input [4:0]	ALUCode;				 
	input [31:0]	A, B;
	output reg[31:0]	Result;
	output overflow;
	reg signed [31:0] B_reg;
	always @(B) begin
		B_reg = B;
	end
   parameter	 alu_add=  5'b00000;
   parameter	 alu_and=  5'b00001;
   parameter	 alu_xor=  5'b00010;
   parameter	 alu_or =  5'b00011;
   parameter	 alu_nor=  5'b00100;
   parameter	 alu_sub=  5'b00101;
   parameter	 alu_andi= 5'b00110;
	parameter	 alu_xori= 5'b00111;
	parameter	 alu_ori = 5'b01000;
	parameter    alu_jr =  5'b01001;
	parameter	 alu_beq=  5'b01010;
   parameter	 alu_bne=  5'b01011;
	parameter	 alu_bgez= 5'b01100;
   parameter	 alu_bgtz= 5'b01101;
   parameter	 alu_blez= 5'b01110;
   parameter	 alu_bltz= 5'b01111;
	parameter 	 alu_sll=  5'b10000;
	parameter	 alu_srl=  5'b10001;
	parameter	 alu_sra=  5'b10010;	
	parameter	 alu_slt=  5'b10011;
   parameter	 alu_sltu= 5'b10100;
	assign Binvert = ~(ALUCode==alu_add);
	wire [31:0] Result_add, Result_and, Result_xor, Result_or, Result_nor,
	Result_andi, Result_xori, Result_ori, Result_sll, Result_srl, Result_sra;
	wire Result_slt, Result_sltu;
	wire co;
	adder_32bits adder_inst2(.a(A), .b(B^{32{Binvert}}), .ci(Binvert), .co(co), .s(Result_add));
	assign Result_slt = (A[31]&&(~B[31])) ||((A[31]~^B[31]) && Result_add[31]);
	assign Result_sltu = (~A[31]&&(B[31]))||((A[31]~^B[31]) && Result_add[31]);
	assign Result_and = A&B;
	assign Result_xor = A^B;
	assign Result_or = A|B;
	assign Result_nor = ~(A|B);
	assign Result_andi = A&{16'd0, B[15:0]};
	assign Result_xori = A^{16'd0, B[15:0]};
	assign Result_ori = A|{16'd0, B[15:0]};
	assign Result_sll = B<<A;
	assign Result_srl = B>>A;
	assign Result_sra = B_reg>>>A;
always @(*)
begin
	case(ALUCode)
		alu_add:	Result <= Result_add;
		alu_sub:	Result <= Result_add;
		alu_and:	Result <= Result_and;
		alu_xor:	Result <= Result_xor;
		alu_or:		Result <= Result_or;
		alu_nor:	Result <= Result_nor;
		alu_andi:	Result <= Result_andi;
		alu_xori:	Result <= Result_xori;
		alu_ori:	Result <= Result_ori;
		alu_sll:	Result <= Result_sll;
		alu_srl:	Result <= Result_srl;
		alu_sra:	Result <= Result_sra;
		alu_slt:	Result <= Result_slt;
    alu_sltu: Result <= Result_sltu;
	endcase
end		
assign overflow = co^Result_add[31]; 
endmodule
`timescale 1ns / 1ps
module EX(RegDst_ex, ALUCode_ex, ALUSrcA_ex, ALUSrcB_ex, Imm_ex, Sa_ex, RsAddr_ex, RtAddr_ex, RdAddr_ex,
          RsData_ex, RtData_ex, RegWriteData_wb, ALUResult_mem, RegWriteAddr_wb, RegWriteAddr_mem, 
			 RegWrite_wb, RegWrite_mem, RegWriteAddr_ex, ALUResult_ex, MemWriteData_ex, ALU_A, ALU_B);
    input RegDst_ex;
    input [4:0] ALUCode_ex;
    input ALUSrcA_ex;
    input ALUSrcB_ex;
    input [31:0] Imm_ex;
    input [31:0] Sa_ex;
    input [4:0] RsAddr_ex;
    input [4:0] RtAddr_ex;
    input [4:0] RdAddr_ex;
    input [31:0] RsData_ex;
    input [31:0] RtData_ex;
    input [31:0] RegWriteData_wb;
    input [31:0] ALUResult_mem;
    input [4:0] RegWriteAddr_wb;
    input [4:0] RegWriteAddr_mem;
    input RegWrite_wb;
    input RegWrite_mem;
    output [4:0] RegWriteAddr_ex;
    output [31:0] ALUResult_ex;
    output [31:0] MemWriteData_ex;
    output [31:0] ALU_A;
    output [31:0] ALU_B;
	wire[1:0] ForwardA,ForwardB;
	assign ForwardA[0] = RegWrite_wb&&(RegWriteAddr_wb!=0)&&(RegWriteAddr_mem!=RsAddr_ex)&&(RegWriteAddr_wb==RsAddr_ex);
	assign ForwardA[1] = RegWrite_mem&&(RegWriteAddr_mem!=0)&&(RegWriteAddr_mem==RsAddr_ex);
	assign ForwardB[0] = RegWrite_wb&&(RegWriteAddr_wb!=0)&&(RegWriteAddr_mem!=RtAddr_ex)&&(RegWriteAddr_wb==RtAddr_ex);
	assign ForwardB[1] = RegWrite_mem&&(RegWriteAddr_mem!=0)&&(RegWriteAddr_mem==RtAddr_ex);
reg [31:0] mux_A;
always @(*)
begin
	case(ForwardA)
    2'b00: mux_A <= RsData_ex;
    2'b01: mux_A <= RegWriteData_wb;
    2'b10: mux_A <= ALUResult_mem;
	endcase
end
reg [31:0] mux_B;
always @(*)
begin
	case(ForwardB)
    2'b00: mux_B <= RtData_ex;
    2'b01: mux_B <= RegWriteData_wb;
    2'b10: mux_B <= ALUResult_mem;
	endcase
end
mux_2to1 #(32) mux1(.out(ALU_A), .in0(mux_A), .in1(Sa_ex), .sel(ALUSrcA_ex));
mux_2to1 #(32) mux2(.out(ALU_B), .in0(mux_B), .in1(Imm_ex), .sel(ALUSrcB_ex));
	 ALU  ALU (
	.Result(ALUResult_ex),
	.overflow(),
	.ALUCode(ALUCode_ex), 
	.A(ALU_A), 
	.B(ALU_B)
);
mux_2to1 #(5) mux3(.out(RegWriteAddr_ex), .in0(RtAddr_ex), .in1(RdAddr_ex), .sel(RegDst_ex));
assign MemWriteData_ex = mux_B;
endmodule
module add_unit(a, b, ci, co, s);  
  parameter N = 4;  
  input [N-1:0] a;  
  input [N-1:0] b;
  input ci;
  output co;
  output [N-1:0] s;
  wire [N-1:0] out0;  
  wire [N-1:0] out1;
  wire co0, co1, temp;   
  mux_2to1  #(N)  mux(.out(s), .in0(out0), .in1(out1), .sel(ci));  
  adder_4bits  #(N)  adder_0(.a(a), .b(b), .s(out0), .ci(1'b0), .co(co0));  
  adder_4bits  #(N)  adder_1(.a(a), .b(b), .s(out1), .ci(1'b1), .co(co1));
  and(temp, ci, co1);  
  or(co, co0, temp);   
endmodule
module adder_32bits(a, b, ci, s, co);  
  input [31:0] a;
  input [31:0] b;
  input ci;
  output [31:0] s;
  output co;
  wire [7:0] c;  
  adder_4bits  #(4) adder0(.a(a[3:0]), .b(b[3:0]), .s(s[3:0]), .ci(ci), .co(c[0]));  
  add_unit  #(4)  adder1(.a(a[7:4]), .b(b[7:4]), .s(s[7:4]), .ci(c[0]), .co(c[1])); 
  add_unit  #(4)  adder2(.a(a[11:8]), .b(b[11:8]), .s(s[11:8]), .ci(c[1]), .co(c[2]));
  add_unit  #(4)  adder3(.a(a[15:12]), .b(b[15:12]), .s(s[15:12]), .ci(c[2]), .co(c[3]));
  add_unit  #(4)  adder4(.a(a[19:16]), .b(b[19:16]), .s(s[19:16]), .ci(c[3]), .co(c[4]));
  add_unit  #(4)  adder5(.a(a[23:20]), .b(b[23:20]), .s(s[23:20]), .ci(c[4]), .co(c[5]));
  add_unit  #(4)  adder6(.a(a[27:24]), .b(b[27:24]), .s(s[27:24]), .ci(c[5]), .co(c[6]));
  add_unit  #(4)  adder7(.a(a[31:28]), .b(b[31:28]), .s(s[31:28]), .ci(c[6]), .co(c[7]));
  assign co = c[7]; 
endmodule
module adder_4bits(a, b, s, ci, co);   
  parameter N = 4;
  input [N-1:0] a;
  input [N-1:0] b;
  output [N-1:0] s;
  input ci;
  output co;
  wire [N-1:0] g;   
  wire [N-1:0] p;
	wire [N:0] c;   
 	assign co = c[N];  
	assign c[0] = ci;
	assign g[0] = a[0] && b[0];
	assign p[0] = a[0] + b[0];
	assign c[1] = g[0] + (p[0] && c[0]);
	assign s[0] = (p[0] && (~g[0])) ^ c[0];
	assign g[1] = a[1] && b[1];
	assign p[1] = a[1] + b[1];
	assign c[2] = g[1] + (p[1] && c[1]);
	assign s[1] = (p[1] && (~g[1])) ^ c[1];
	assign g[2] = a[2] && b[2];
	assign p[2] = a[2] + b[2];
	assign c[3] = g[2] + (p[2] && c[2]);
	assign s[2] = (p[2] && (~g[2])) ^ c[2];
	assign g[3] = a[3] && b[3];
	assign p[3] = a[3] + b[3];
	assign c[4] = g[3] + (p[3] && c[3]);
	assign s[3] = (p[3] && (~g[3])) ^ c[3];
	assign co = c[4];
endmodule
module mux_2to1(out, in0, in1, sel);   
  parameter N = 4;
  output [N-1:0] out;
  input [N-1:0] in0;
  input [N-1:0] in1;
  input sel;
  assign out = sel ? in1 : in0;  
endmodule        
==> ./run.sh <==
#!/bin/bash
# OpenROAD 26Q1-2900-gdf79404cd8, Yosys 0.63+post, stock flow scripts
make -C /OpenROAD-flow-scripts/flow DESIGN_CONFIG=/design/flow/config.mk WORK_HOME=/design/flow/orfs finish
==> ./config.mk <==
export PLATFORM = sky130hd
export DESIGN_NAME = EX
export DESIGN_NICKNAME = EX
export VERILOG_FILES = /design/flow/design.v
export SDC_FILE = /design/flow/constraint.sdc
export NUM_CORES = 4
export LEC_CHECK = 1
export CORE_UTILIZATION = 30
==> ./constraint.sdc <==
current_design EX

set clk_period 23.0
set clk_io_pct 0.2

create_clock -name clk0 -period $clk_period

set non_clock_inputs [all_inputs -no_clocks]
set_input_delay [expr $clk_period * $clk_io_pct] -clock clk0 $non_clock_inputs
set_output_delay [expr $clk_period * $clk_io_pct] -clock clk0 [all_outputs]
==> ci_impl_report.md <==
## PnR job results

| Metric | Value |
|---|---|
| Outcome | finished clean |
| Hpwl dp | 67200 um |
| Max Freq | 85.4 MHz |
| WP data arrival | 7110 ps |
| Library cells used by synthesis | 87 |
| Endpoint class of the critical path | output pin |
| Top cells by area | dlxtn_1 (12%), ha_1 (10%), mux2i_1 (8.3%), nand2_1 (7.5%), o21ai_0 (6.0%) |
| DR vias/cell | 5.97 |
| Share of cells above drive strength 1 | 5.41% |
| Met2 Usage GRT | 62.5% |
| # rows | 74 |
| Setup Crit Path Kind | input port to output pin |
| Post-Syn Area | 12500 sq um |
| Gpl congestion | 1.04 |
| DRC Markers | 0 |
| Final Hold Violation Tally | 0 |
| RSZ-0062 raised after global routing | no |
| Drt total wl | 82200 um |
| Critical-path top delay cell | mux2i_1 |
| Sw Ratio | 55.5% |
| Post-synth EDFFs | 0 |
| Leakage | 6.69 nW |
| Most frequent cell after synthesis | nand2_1 |
| Yosys synthesis chip area | 12500 sq um |
| Max Cap Viol | 0 |
| Pin count of the biggest net entering global routing | 74 |
| Worst Path Buf+Inv | 4 |
| Vias in the first global route | 15060 |
| Fin crit period | 11710 ps |
| Met1 Usage GRT | 49.0% |
| Total power | 0.000352 W |
| Final Cycle Share | 50.9% |
| Synth flops | 96 |
| Internal power | 0.000156 W |
| CP Cell Sequence | buf_2, buf_4, mux2i_1, inv_1, clkdlybuf4s50_1 |
| Core Box Area | 40900 sq um |
| Actual slew at the worst max-slew pin | 1090 ps |
| Top Usage Layer GRT | met2 |
| DRT iter0 DRCs | 1415 |
| Worst EP required | 18400 ps |
| Most frequent cells after synthesis | nand2_1 (248), nor2_1 (159), o21ai_0 (149) |
| Drt pass-1 iters | 5 |
| Area share, top type | 11.5% |
| Postcts setup bufs | 0 |
| Crit path max fanout | 32 |
| Tool Warnings | 77 |
| Crit-path leading delay family | buffers and inverters |
| Final ANT Viol Nets | 0 |
| VDD IR max | 0.00992 mV |
| Via Count | 15875 |
| PwrDens | 21.1 nW/um^2 |
| Register pins left without a clock | 96 |
| Init Core Util | 30.5% |
| Initial antenna violation count | 3 |
| Chip height | 206 um |
| Layout area overhead | 33.7% |
| Main flop type | dlxtn_1 |
| Hold/Removal Path Class | input port to output pin |
| Die area | 42400 sq um |
| Max incr delay on CP | 960 ps |
| Hold buffers post-CTS | 0 |
| Yosys warns | 3 |
| I/O pin count | 360 |
| Cells after Synth | 1839 |
| Port bufs | 360 |
| Final TNS setup | 0 ps |
| Leading area contributor after synthesis | dlxtn_1 |
| Sw Pwr | 0.000195 W |
| Setup-failing EPs final | 0 |
| Final Slew Violations | 0 |
| Die width | 206 um |
| Total gr overflow | 0 |
| Post-CTS Resized | 0 |
| First-pass GRT wire length | 113000 um |
| Max-slew headroom | 25.4% |
| Yosys cell count | 1839 |
| Number of unconstrained endpoints | 160 |
| CP Launch Type | input port |
| Asr flop ratio synth | 0% |
| Syn Area/Cell | 6.78 sq um |
| GRT Util Overall | 38.6% |
| Met3 global-route usage | 5.40% |
| Drt wl/cell | 30.9 um |
==> per-layer routing <==
layer	up-vias	share of wire, %	wire, um
met3	178	7.2	5910
met4	0	6.9	5650
met2	898	46	38200
met5	-	0	0
li1	7301	-	-
met1	7498	39	32400
==> power by group through the flow <==
stage	Sequential (W)	Clock, W	Combinational (W)
4_1_cts	0.0000186	0	0.000327
5_1_grt	0.0000191	0.00000000000584	0.000353
==> cell usage in the layout (no fill, tap or decap), drive strengths merged, types with 42 or more instances in the layout <==
cell,instances
mux2i,106
clkdlybuf4s50,358
nor2,165
buf,65
dlxtn,96
ha,104
nand2,249
a21oi,115
o21ai,183
a22oi,72
xnor2,84
inv,83
o211ai,42
==> area by class of cell <==
cell class,count,area (sq um)
Inverter,84,315
Multi-Input combinational cell,1521,10200
Sequential cell,96,1440
Antenna cell,2,5.00
Fill cell,4286,24200
Timing Repair Buffer,423,4070
Tap cell,532,666
==> sequential cells by signal, indices dropped and copies added (netlist names) <==
signal and flops:
ALU.Result 32, mux_A 32, mux_B 32
==> logic make-up (layout without fill, tap and decap cells) <==
group,Yosys count,after routing,synth area share [%]
adders and majority gates,109,109,11.2
xor gates and xnor gates,99,99,6.95
and+or+nand+nor,575,575,20.5
latches,96,96,11.5
muxes,121,121,10.0
other,0,2,0
AOI/OAI and AO/OA,617,617,32.6
buffers and inverters,222,507,7.16
==> stage by stage <==
step	area [sq um]	hold slack (ps)	setup slack (ps)	utilization (%)	instances
after global routing	16700	10270	11370	40.7	2657
after global placement	16700	10230	11440	40.7	2656
after floorplan	12500	9300	11990	-	1839
final	16700	10230	11290	40.8	2658
after detailed placement	16700	10230	11370	40.7	2656
after CTS	16700	10240	11370	40.7	2656
==> final timing paths <==
check	from	endpoint	slack, ps	cells past startpoint
setup / recovery	ALUSrcB_ex	ALU_B[13]	11290	5
hold / removal	RdAddr_ex[0]	RegWriteAddr_ex[0]	10230	3
Power and IR drop assume default switching activity.
