==> flow/design.v <==
`timescale 1ns / 1ps
module IF(clk, reset, Z, J, JR, PC_IFWrite, JumpAddr, 
           JrAddr, BranchAddr, Instruction_if,PC, NextPC_if);
    input clk;
    input reset;
    input Z;
    input J;
    input JR;
    input PC_IFWrite;
    input [31:0] JumpAddr;
    input [31:0] JrAddr;
    input [31:0] BranchAddr;
    output [31:0] Instruction_if;
    output [31:0] PC,NextPC_if;
    reg[31:0] PC_in;
always @(*)
begin
	case({JR,J,Z})
    3'b000: PC_in <= NextPC_if;
    3'b001: PC_in <= BranchAddr;
    3'b010: PC_in <= JumpAddr;
    3'b100: PC_in <= JrAddr;
	endcase
end
dffre #(32) dff_inst(.d(PC_in), .r(reset), .en(PC_IFWrite), .clk(clk), .q(PC));
adder_32bits adder_inst1(.a(PC), .b(32'b100), .ci(1'b0), .co(), .s(NextPC_if));
InstructionROM  InstructionROM(
	.addr(PC[7:2]),
	.dout(Instruction_if));
endmodule
module InstructionROM(addr,dout);
	input [5 : 0] addr;
	output [31 : 0] dout;
	reg [31 : 0] dout;
	always @(*)
		case (addr)
			6'd0:   dout=32'h0800000b ;
			6'd1:   dout=32'h20080042 ;
			6'd2:   dout=32'h20090004 ;
			6'd3:   dout=32'h01095022 ;
			6'd4:   dout=32'h01485825 ;
			6'd5:   dout=32'hac0b000c ;
			6'd6:   dout=32'h8d2c0008 ;
			6'd7:   dout=32'h000c4080 ;
			6'd8:   dout=32'h8d2b0008 ;
			6'd9:   dout=32'h012a582b ;
			6'd10:  dout=32'h0800000a ;
			6'd11:  dout=32'h14000001 ;
			6'd12:  dout=32'h1000fff4 ;
			6'd13:  dout=32'h00000000 ;
			default:dout=32'h00000000 ;
		endcase	
endmodule
module add_unit(a, b, ci, co, s);  
  parameter N = 4;  
  input [N-1:0] a;  
  input [N-1:0] b;
  input ci;
  output co;
  output [N-1:0] s;
  wire [N-1:0] out0;  
  wire [N-1:0] out1;
  wire co0, co1, temp;   
  mux_2to1  #(N)  mux(.out(s), .in0(out0), .in1(out1), .sel(ci));  
  adder_4bits  #(N)  adder_0(.a(a), .b(b), .s(out0), .ci(1'b0), .co(co0));  
  adder_4bits  #(N)  adder_1(.a(a), .b(b), .s(out1), .ci(1'b1), .co(co1));
  and(temp, ci, co1);  
  or(co, co0, temp);   
endmodule
module adder_32bits(a, b, ci, s, co);  
  input [31:0] a;
  input [31:0] b;
  input ci;
  output [31:0] s;
  output co;
  wire [7:0] c;  
  adder_4bits  #(4) adder0(.a(a[3:0]), .b(b[3:0]), .s(s[3:0]), .ci(ci), .co(c[0]));  
  add_unit  #(4)  adder1(.a(a[7:4]), .b(b[7:4]), .s(s[7:4]), .ci(c[0]), .co(c[1])); 
  add_unit  #(4)  adder2(.a(a[11:8]), .b(b[11:8]), .s(s[11:8]), .ci(c[1]), .co(c[2]));
  add_unit  #(4)  adder3(.a(a[15:12]), .b(b[15:12]), .s(s[15:12]), .ci(c[2]), .co(c[3]));
  add_unit  #(4)  adder4(.a(a[19:16]), .b(b[19:16]), .s(s[19:16]), .ci(c[3]), .co(c[4]));
  add_unit  #(4)  adder5(.a(a[23:20]), .b(b[23:20]), .s(s[23:20]), .ci(c[4]), .co(c[5]));
  add_unit  #(4)  adder6(.a(a[27:24]), .b(b[27:24]), .s(s[27:24]), .ci(c[5]), .co(c[6]));
  add_unit  #(4)  adder7(.a(a[31:28]), .b(b[31:28]), .s(s[31:28]), .ci(c[6]), .co(c[7]));
  assign co = c[7]; 
endmodule
module adder_4bits(a, b, s, ci, co);   
  parameter N = 4;
  input [N-1:0] a;
  input [N-1:0] b;
  output [N-1:0] s;
  input ci;
  output co;
  wire [N-1:0] g;   
  wire [N-1:0] p;
	wire [N:0] c;   
 	assign co = c[N];  
	assign c[0] = ci;
	assign g[0] = a[0] && b[0];
	assign p[0] = a[0] + b[0];
	assign c[1] = g[0] + (p[0] && c[0]);
	assign s[0] = (p[0] && (~g[0])) ^ c[0];
	assign g[1] = a[1] && b[1];
	assign p[1] = a[1] + b[1];
	assign c[2] = g[1] + (p[1] && c[1]);
	assign s[1] = (p[1] && (~g[1])) ^ c[1];
	assign g[2] = a[2] && b[2];
	assign p[2] = a[2] + b[2];
	assign c[3] = g[2] + (p[2] && c[2]);
	assign s[2] = (p[2] && (~g[2])) ^ c[2];
	assign g[3] = a[3] && b[3];
	assign p[3] = a[3] + b[3];
	assign c[4] = g[3] + (p[3] && c[3]);
	assign s[3] = (p[3] && (~g[3])) ^ c[3];
	assign co = c[4];
endmodule
module dff 
(
d,  
clk, 
q);
parameter WIDTH = 1;
input clk;
input [WIDTH-1:0] d;
output [WIDTH-1:0] q;
reg [WIDTH-1:0] q;
always @ (posedge clk) 
q <= d;
endmodule
module dffr 
(
d, 
r, 
clk, 
q);
parameter WIDTH = 1;
input r;
input clk;
input [WIDTH-1:0] d;
output [WIDTH-1:0] q;
reg [WIDTH-1:0] q;
always @ (posedge clk) 
if ( r ) 
q <= {WIDTH{1'b0}};
else
q <= d;
endmodule
module dffre
(
d,
en,
r,
clk,
q
);
parameter WIDTH = 1;
input en;
input r;
input clk;
input [WIDTH-1:0] d;
output [WIDTH-1:0] q;
reg [WIDTH-1:0] q;
always @ (posedge clk)
if ( r )
q <= {WIDTH{1'b0}};
else if (en)
q <= d;
else q <= q;
endmodule
module mux_2to1(out, in0, in1, sel);   
  parameter N = 4;
  output [N-1:0] out;
  input [N-1:0] in0;
  input [N-1:0] in1;
  input sel;
  assign out = sel ? in1 : in0;  
endmodule        
==> flow/run.sh <==
#!/bin/bash
# OpenROAD 26Q1-2900-gdf79404cd8, Yosys 0.63+post, stock flow scripts
make -C /OpenROAD-flow-scripts/flow DESIGN_CONFIG=/design/flow/config.mk WORK_HOME=/design/flow/orfs finish
==> flow/config.mk <==
export PLATFORM = sky130hd
export DESIGN_NAME = IF
export DESIGN_NICKNAME = IF
export VERILOG_FILES = /design/flow/design.v
export SDC_FILE = /design/flow/constraint.sdc
export NUM_CORES = 4
export LEC_CHECK = 1
export CORE_UTILIZATION = 30
==> flow/constraint.sdc <==
current_design IF

set clk_period 8.8
set clk_io_pct 0.2

create_clock -name clk0 -period $clk_period [get_ports {clk}]

set non_clock_inputs [all_inputs -no_clocks]
set_input_delay [expr $clk_period * $clk_io_pct] -clock clk0 $non_clock_inputs
set_output_delay [expr $clk_period * $clk_io_pct] -clock clk0 [all_outputs]
==> run notes <==
run metrics: result of the run=finished, final reports clean, cts bufs inserted=5, Worst Setup Path Type=reg2out, required time reported for the critical path endpoint=7.04 ns, count of vias placed by the detailed router=3871, initial standard-cell utilization of the core=31.1%, final cell area excluding filler cells=6310 µm², Hold-fix buffers, CTS=0, Die Width=120 µm, post-place instance area=6150 µm², cell-by-cell trace of the critical path=ha_1 -> ha_1 -> ha_1 -> and4_4 -> and3_4 -> mux2_2 -> clkdlybuf4s50_1, part of the total power dissipated in sequential elements=42.2%, Hold Crit Endpoint=dff_inst.q[13]$_SDFFE_PP0P_, 1st-iter DRT viols=179, CTS tree=built, max-slew violation count=0, DRC=0, Worst Path Buf+Inv=1, Mapped Avg Cell Area=9.23 µm², Vert. Die Dim=120 µm, number of search-and-repair iterations in the first detailed-routing pass=4, CP endpoint kind=output port, startpoint of the lowest-slack register-to-register path=dff_inst.q[2]$_SDFFE_PP0P_, core area=13300 µm², global-route total usage across every layer=18.4%, routed wirelength normalized by instance count=16.3 µm, Reg clk slew, reported paths=0.08 ns, minimum clock period=4.29 ns, Crit. path cell count=7, library cell used as clock root buffer=sky130_fd_sc_hd__clkbuf_16, Registers, synthesis=86, detailed-route wire length=12.9 mm, global-route wire length before repair=20.1 mm, Worst IR Drop VDD=0.0945 mV, switching share of power=26.5%, final worst clock skew=0.00560 ns, remaining global-route overflow=0, worst max-slew margin expressed relative to the limit=52.1%, final cell count without fillers=792, CTS H-tree lvls=2, most used cells in the layout excluding fill and tap cells=192 x sky130_fd_sc_hd__clkdlybuf4s50_1, 64 x sky130_fd_sc_hd__nor2_1, 54 x sky130_fd_sc_hd__dfxtp_1, antenna violation net count after detailed routing=0, critical path data arrival time=2.53 ns, final count of hold timing violations=0, critical path startpoint category=flop, mapped cell area=4150 µm², maximum number of pins on one net before global-route repair=37, worst hold-check path type=reg2reg, ports placed on the boundary=198, final cycle utilization of the critical path=48.7%, number of global-route vias before repair=3641, Internal=0.000493 W, part of the total power dissipated in the clock network=31.2%, final setup vio count=0, detailed-placement wirelength estimate=9.97 mm, Std-Cell Rows=42, area growth from synthesis to layout=51.9%, Gates resized, CTS repair=0, Setup TNS=0 ns, cell count in the Yosys report=450, number of antenna violations at the first check in global routing=0, ANT cells=0, FF-to-FF path depth=5, count of unclocked register or latch pins=32, number of buffers on the longest clock path=2, tightest hold margin=0.550 ns, leakage=2.68 nW, final core occ=47.3%, number of distinct library cells after synthesis=45, worst reg-to-reg setup slack=6.90 ns, switching pwr=0.000178 W, cell count of the worst hold path=2, count of yosys warnings during synthesis=3, pwr dens=106 nW/µm², post-synthesis instance total=450, share of power burned in combinational logic=26.6%, actual transition at the worst max-transition pin=0.718 ns, total number of warnings across the stage logs=29, number of I/O port buffers=193, RSZ-0062 raised after global routing=no, count of max-cap constraint violations=0, total placed cells including tap cells=784, Crit path max-delay family=simple AND/OR/NAND/NOR gates, yosys stat chip area=4150 µm², Most Frequent Cell on Critical Path=sky130_fd_sc_hd__ha_1, most frequent logic cell in the layout=sky130_fd_sc_hd__clkdlybuf4s50_1, largest fanout of any net on the critical path=6, highest-delay cell along the critical path=sky130_fd_sc_hd__clkdlybuf4s50_1, setup fix buffers added after clock tree synthesis=0, Final GP Congestion=0.890, slowest stage delay, CP=0.42 ns, Vias/cell=4.89, Worst-Skew Late Latency=0.29 ns, count of endpoints without a timing constraint=32, FMAX=0.233 GHz, source of the worst hold timing path=dff_inst.q[13]$_SDFFE_PP0P_, die area=14300 µm², fraction of layout instances using a drive strength above 1=8.28%
## per-layer routing
layer,routed length [µm],GRT usage (%),up-vias
li1,-,-,1921
met1,6020,27.0,1797
met2,5900,29.0,141
met3,761,3.40,12
met4,212,2.89,0
met5,0,0,-
## logic make-up (layout without fill, tap and decap cells)
kind of cell | count (synthesis) | after routing | synth area share [%]
AND-OR/OR-AND | 92 | 92 | 17.4
XOR/XNOR | 8 | 8 | 1.69
adder cells (fa/ha/maj) | 26 | 26 | 7.84
buffers and inverters | 56 | 219 | 6.99
flip-flops | 54 | 54 | 26.0
latches | 32 | 32 | 11.6
multiplexers | 55 | 55 | 14.3
other | 1 | 4 | 0.0903
AND/OR/NAND/NOR | 126 | 126 | 14.1
## worst register-to-register path: stages, from the launching register on
cell and delay (ns):
sky130_fd_sc_hd__dfxtp_1 0.41, sky130_fd_sc_hd__mux2i_1 0.13, sky130_fd_sc_hd__nor2_1 0.28, sky130_fd_sc_hd__inv_1 0.17, sky130_fd_sc_hd__ha_1 0.32, sky130_fd_sc_hd__mux4_2 0.48
## power groups by stage
stage	logic, W	clock network (W)	registers, W
CTS	0.000181	0.000217	0.000284
global route	0.000196	0.000227	0.000286
finish	0.000179	0.000209	0.000283
## cells in the mapped netlist, drive strengths merged
library cell,number,area share (%)
conb,1,0.090
a21oi,9,1.1
a31oi,1,0.15
nor2,64,5.8
or2,4,0.60
a22oi,32,5.8
nor2b,2,0.30
a2bb2oi,4,0.84
a31o,1,0.21
xnor2,5,1.1
o221ai,1,0.21
mux4,1,0.54
inv,8,0.72
dfxtp,54,26
and4,1,0.27
o31a,1,0.21
o31ai,2,0.48
buf,26,4.3
o21a,4,0.72
o22ai,4,0.60
nand4,3,0.60
mux2,19,5.3
clkbuf,22,2.0
mux2i,35,8.4
and3,2,0.42
and2,22,3.3
nor3,3,0.36
nor3b,1,0.18
ha,26,7.8
o21ai,6,0.72
o211ai,3,0.54
a221o,24,5.8
xor2,3,0.63
nand2,21,1.9
nand3,3,0.36
dlxtn,32,12
## layout make-up
| cell class | instances | area (µm²) |
|---|---|---|
| fillers | 1270 | 7040 |
| repair buffers | 203 | 2000 |
| multi-input cells | 311 | 2340 |
| clock buffers | 5 | 125 |
| clock inverters | 3 | 28.8 |
| well taps | 176 | 220 |
| inverters | 8 | 30.0 |
| flip-flops and latches | 86 | 1560 |
## worst max-delay path by stage
stage	end	from	slack [ns]
finish	NextPC_if[25]	dff_inst.q[4]$_SDFFE_PP0P_	4.51
global route	NextPC_if[25]	dff_inst.q[4]$_SDFFE_PP0P_	4.35
CTS	NextPC_if[25]	dff_inst.q[4]$_SDFFE_PP0P_	4.49
## through the flow
| step | setup WS (ns) | power, W |
|---|---|---|
| 6_report | 4.51 | 0.000671 |
| 3_5_place_dp | 4.83 | 0.000469 |
| 5_1_grt | 4.35 | 0.000708 |
| 2_1_floorplan | 5.29 | 0.000363 |
| 3_3_place_gp | 4.86 | 0.000469 |
| 4_1_cts | 4.49 | 0.000682 |
Power and IR drop assume default switching activity.
